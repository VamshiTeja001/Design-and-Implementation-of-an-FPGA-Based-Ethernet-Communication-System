==> design/flow/run.sh <==
#!/bin/bash
# OpenROAD 26Q1-2900-gdf79404cd8, Yosys 0.63+post, stock flow scripts
make -C /OpenROAD-flow-scripts/flow DESIGN_CONFIG=/design/flow/config.mk WORK_HOME=/design/flow/orfs finish
==> design/flow/config.mk <==
export PLATFORM = sky130hd
export DESIGN_NAME = top_level
export DESIGN_NICKNAME = top_level
export VERILOG_FILES = /design/flow/design.v
export SDC_FILE = /design/flow/constraint.sdc
export NUM_CORES = 4
export LEC_CHECK = 1
export CORE_UTILIZATION = 40
==> design/flow/constraint.sdc <==
current_design top_level

set clk_period 82.0
set clk_io_pct 0.2

create_clock -name clk0 -period $clk_period [get_ports {clk}]

set non_clock_inputs [all_inputs -no_clocks]
set_input_delay [expr $clk_period * $clk_io_pct] -clock clk0 $non_clock_inputs
set_output_delay [expr $clk_period * $clk_io_pct] -clock clk0 [all_outputs]
==> design/flow/design.v <==
`timescale 1ns / 1ps
module ethernet_layer (
  input wire clk,
  input wire rst_n,
  output reg [47:0] mac_tx_data,
  output reg mac_tx_valid,
  input wire mac_tx_ready,
  input wire [47:0] mac_rx_data,
  input wire mac_rx_valid,
  output reg mac_rx_ready,
  input wire [31:0] tcp_ip_tx_data,
  input wire tcp_ip_tx_valid,
  output reg tcp_ip_tx_ready,
  output reg [31:0] tcp_ip_rx_data,
  output reg tcp_ip_rx_valid,
  input wire tcp_ip_rx_ready
);
  parameter PREAMBLE = 64'h55555555555555D5;
  parameter SFD = 8'hD5;
  parameter ETH_TYPE_IPV4 = 16'h0800;
  parameter MAC_ADDR_LOCAL = 48'h000A35000001;
  parameter MAC_ADDR_REMOTE = 48'h000A35000002;
  reg [1023:0] tx_buffer;
  reg [10:0] tx_length;
  reg [1023:0] rx_buffer;
  reg [10:0] rx_length;
  always @(posedge clk or negedge rst_n) begin
    if (!rst_n) begin
      tx_length <= 0;
      rx_length <= 0;
      mac_tx_valid <= 0;
      tcp_ip_rx_valid <= 0;
      tcp_ip_tx_ready <= 1;
      mac_rx_ready <= 1;
    end else begin
      if (tcp_ip_tx_valid && tcp_ip_tx_ready) begin
        tx_buffer <= {PREAMBLE, SFD, MAC_ADDR_REMOTE, MAC_ADDR_LOCAL, ETH_TYPE_IPV4, tcp_ip_tx_data};
        tx_length <= 14 + 32;  
      end
      if (mac_tx_ready && tx_length > 0) begin
        mac_tx_data <= tx_buffer[1023:976];
        mac_tx_valid <= 1;
        tx_buffer <= {tx_buffer[975:0], 48'h0};
        tx_length <= tx_length - 6;
      end else begin
        mac_tx_valid <= 0;
      end
      if (mac_rx_valid && mac_rx_ready) begin
        rx_buffer <= {rx_buffer[975:0], mac_rx_data};
        rx_length <= rx_length + 6;
      end
      if (rx_length >= 14 + 32) begin
        if (rx_buffer[1023:976] == MAC_ADDR_LOCAL && rx_buffer[959:944] == ETH_TYPE_IPV4) begin
          tcp_ip_rx_data <= rx_buffer[943:912];  
          tcp_ip_rx_valid <= 1;
        end
        rx_buffer <= {rx_buffer[911:0], 112'h0};
        rx_length <= rx_length - 14 - 32;
      end else if (tcp_ip_rx_ready) begin
        tcp_ip_rx_valid <= 0;
      end
      tcp_ip_tx_ready <= (tx_length == 0);
      mac_rx_ready <= (rx_length < 1024 - 6);
    end
  end
endmodule
`timescale 1ns / 1ps
module ip_layer (
  input wire clk,
  input wire rst_n,
  input wire [31:0] eth_rx_data,
  input wire eth_rx_valid,
  output wire eth_rx_ready,
  output wire [31:0] eth_tx_data,
  output wire eth_tx_valid,
  input wire eth_tx_ready,
  output wire [31:0] tcp_rx_data,
  output wire tcp_rx_valid,
  input wire tcp_rx_ready,
  input wire [31:0] tcp_tx_data,
  input wire tcp_tx_valid,
  output wire tcp_tx_ready
);
  parameter IP_VERSION = 4'h4;
  parameter IP_IHL = 4'h5;
  parameter IP_TOS = 8'h00;
  parameter IP_TTL = 8'h40;
  parameter IP_PROTOCOL_TCP = 8'h06;
  parameter IP_ADDR_LOCAL = 32'hC0A80001;  
  parameter IP_ADDR_REMOTE = 32'hC0A80002;  
  reg [31:0] rx_buffer;          
  reg rx_buffer_valid;           
  reg [31:0] tx_buffer;          
  reg tx_buffer_valid;           
  always @(posedge clk or negedge rst_n) begin
    if (!rst_n) begin
      rx_buffer_valid <= 0;
      tx_buffer_valid <= 0;
    end else begin
      if (eth_rx_valid && eth_rx_ready) begin
        rx_buffer <= eth_rx_data;
        rx_buffer_valid <= 1;
      end else if (tcp_rx_ready) begin
        rx_buffer_valid <= 0;
      end
      if (tcp_tx_valid && tcp_tx_ready) begin
        tx_buffer <= {IP_VERSION, IP_IHL, IP_TOS, tcp_tx_data[15:0], 16'h0000, 
                      IP_TTL, IP_PROTOCOL_TCP, 16'h0000, IP_ADDR_LOCAL, 
                      IP_ADDR_REMOTE, tcp_tx_data};
        tx_buffer_valid <= 1;
      end else if (eth_tx_ready) begin
        tx_buffer_valid <= 0;
      end
    end
  end
  assign tcp_rx_data = rx_buffer;
  assign tcp_rx_valid = rx_buffer_valid && 
                        (rx_buffer[31:28] == IP_VERSION) && 
                        (rx_buffer[27:24] == IP_IHL) && 
                        (rx_buffer[23:16] == IP_PROTOCOL_TCP);
  assign eth_rx_ready = !rx_buffer_valid || tcp_rx_ready;
  assign eth_tx_data = tx_buffer;
  assign eth_tx_valid = tx_buffer_valid;
  assign tcp_tx_ready = !tx_buffer_valid || eth_tx_ready;
endmodule
`timescale 1ns / 1ps
module tcp_layer (
  input wire clk,
  input wire rst_n,
  input wire [31:0] ip_rx_data,
  input wire ip_rx_valid,
  output wire ip_rx_ready,
  output wire [31:0] ip_tx_data,
  output wire ip_tx_valid,
  input wire ip_tx_ready,
  output wire [31:0] app_rx_data,
  output wire app_rx_valid,
  input wire app_rx_ready,
  input wire [31:0] app_tx_data,
  input wire app_tx_valid,
  output wire app_tx_ready
);
  parameter TCP_STATE_IDLE = 2'b00;
  parameter TCP_STATE_SYN_SENT = 2'b01;
  parameter TCP_STATE_ESTABLISHED = 2'b10;
  parameter TCP_STATE_FIN_WAIT = 2'b11;
  parameter TCP_SRC_PORT = 16'h1234;
  parameter TCP_DST_PORT = 16'h5678;
  parameter TCP_WINDOW_SIZE = 16'h7FFF;
  reg [1:0] tcp_state;
  reg [31:0] tx_buffer;  
  reg [31:0] rx_buffer;  
  reg tx_buffer_valid;   
  reg rx_buffer_valid;   
  reg [31:0] seq_num;    
  reg [31:0] ack_num;    
  always @(posedge clk or negedge rst_n) begin
    if (!rst_n) begin
      tcp_state <= TCP_STATE_IDLE;
      tx_buffer <= 0;
      rx_buffer <= 0;
      tx_buffer_valid <= 0;
      rx_buffer_valid <= 0;
      seq_num <= 0;
      ack_num <= 0;
    end else begin
      case (tcp_state)
        TCP_STATE_IDLE: begin
          if (app_tx_valid) begin
            tcp_state <= TCP_STATE_SYN_SENT;
            seq_num <= 0;
            tx_buffer <= {TCP_SRC_PORT, TCP_DST_PORT, seq_num, 16'h0, TCP_WINDOW_SIZE};  
            tx_buffer_valid <= 1;
          end
        end
        TCP_STATE_SYN_SENT: begin
          if (ip_rx_valid) begin
            if (ip_rx_data[31:16] == TCP_DST_PORT && ip_rx_data[15:0] == 16'h5002) begin
              ack_num <= ip_rx_data[47:32] + 1;  
              tcp_state <= TCP_STATE_ESTABLISHED;
              tx_buffer <= {TCP_SRC_PORT, TCP_DST_PORT, seq_num, ack_num, 16'h5010, TCP_WINDOW_SIZE};  
              tx_buffer_valid <= 1;
            end
          end
        end
        TCP_STATE_ESTABLISHED: begin
          if (app_tx_valid && app_tx_ready) begin
            tx_buffer <= app_tx_data;  
            tx_buffer_valid <= 1;
            seq_num <= seq_num + 1;
          end
          if (ip_rx_valid) begin
            rx_buffer <= ip_rx_data;  
            rx_buffer_valid <= 1;
          end
        end
        TCP_STATE_FIN_WAIT: begin
          if (ip_rx_valid) begin
            if (ip_rx_data[15:0] == 16'h5011) begin
              tcp_state <= TCP_STATE_IDLE;  
            end
          end
        end
      endcase
      if (tx_buffer_valid && ip_tx_ready) begin
        tx_buffer_valid <= 0;
      end
      if (rx_buffer_valid && app_rx_ready) begin
        rx_buffer_valid <= 0;
      end
    end
  end
  assign app_rx_data = rx_buffer;
  assign app_rx_valid = rx_buffer_valid;
  assign ip_rx_ready = !rx_buffer_valid || app_rx_ready;
  assign ip_tx_data = tx_buffer;
  assign ip_tx_valid = tx_buffer_valid;
  assign app_tx_ready = (tcp_state == TCP_STATE_ESTABLISHED) && !tx_buffer_valid;
endmodule
`timescale 1ns / 1ps
module top_level (
  input wire clk,
  input wire rst_n,
  input wire [47:0] eth_rx_data,
  input wire eth_rx_valid,
  output wire eth_rx_ready,
  output wire [47:0] eth_tx_data,
  output wire eth_tx_valid,
  input wire eth_tx_ready
);
  wire [31:0] eth_to_ip_data;
  wire eth_to_ip_valid;
  wire eth_to_ip_ready;
  wire [31:0] ip_to_eth_data;
  wire ip_to_eth_valid;
  wire ip_to_eth_ready;
  wire [31:0] ip_to_tcp_data;
  wire ip_to_tcp_valid;
  wire ip_to_tcp_ready;
  wire [31:0] tcp_to_ip_data;
  wire tcp_to_ip_valid;
  wire tcp_to_ip_ready;
  wire [31:0] tcp_to_app_data;
  wire tcp_to_app_valid;
  wire tcp_to_app_ready;
  wire [31:0] app_to_tcp_data;
  wire app_to_tcp_valid;
  wire app_to_tcp_ready;
  ethernet_layer ethernet_inst (
    .clk(clk),
    .rst_n(rst_n),
    .mac_rx_data(eth_rx_data),
    .mac_rx_valid(eth_rx_valid),
    .mac_rx_ready(eth_rx_ready),
    .mac_tx_data(eth_tx_data),
    .mac_tx_valid(eth_tx_valid),
    .mac_tx_ready(eth_tx_ready),
    .tcp_ip_rx_data(eth_to_ip_data),
    .tcp_ip_rx_valid(eth_to_ip_valid),
    .tcp_ip_rx_ready(eth_to_ip_ready),
    .tcp_ip_tx_data(ip_to_eth_data),
    .tcp_ip_tx_valid(ip_to_eth_valid),
    .tcp_ip_tx_ready(ip_to_eth_ready)
  );
  ip_layer ip_inst (
    .clk(clk),
    .rst_n(rst_n),
    .eth_rx_data(eth_to_ip_data),
    .eth_rx_valid(eth_to_ip_valid),
    .eth_rx_ready(eth_to_ip_ready),
    .eth_tx_data(ip_to_eth_data),
    .eth_tx_valid(ip_to_eth_valid),
    .eth_tx_ready(ip_to_eth_ready),
    .tcp_rx_data(ip_to_tcp_data),
    .tcp_rx_valid(ip_to_tcp_valid),
    .tcp_rx_ready(ip_to_tcp_ready),
    .tcp_tx_data(tcp_to_ip_data),
    .tcp_tx_valid(tcp_to_ip_valid),
    .tcp_tx_ready(tcp_to_ip_ready)
  );
  tcp_layer tcp_inst (
    .clk(clk),
    .rst_n(rst_n),
    .ip_rx_data(ip_to_tcp_data),
    .ip_rx_valid(ip_to_tcp_valid),
    .ip_rx_ready(ip_to_tcp_ready),
    .ip_tx_data(tcp_to_ip_data),
    .ip_tx_valid(tcp_to_ip_valid),
    .ip_tx_ready(tcp_to_ip_ready),
    .app_rx_data(tcp_to_app_data),
    .app_rx_valid(tcp_to_app_valid),
    .app_rx_ready(tcp_to_app_ready),
    .app_tx_data(app_to_tcp_data),
    .app_tx_valid(app_to_tcp_valid),
    .app_tx_ready(app_to_tcp_ready)
  );
  reg [31:0] app_request_data [0:3];  
  reg [1:0] app_request_index;        
  reg app_request_valid;              
  reg response_processed;             
  always @(posedge clk or negedge rst_n) begin
    if (!rst_n) begin
      app_request_index <= 0;
      app_request_valid <= 0;
      response_processed <= 0;
      app_request_data[0] <= 32'h47455420;  
      app_request_data[1] <= 32'h2F535441;  
      app_request_data[2] <= 32'h5455535F;  
      app_request_data[3] <= 32'h4C494748;  
    end else begin
      if (app_to_tcp_ready && app_request_index < 4) begin
        app_request_valid <= 1;
        app_request_index <= app_request_index + 1;
      end else if (app_request_index == 4) begin
        app_request_valid <= 0;  
      end
      if (tcp_to_app_valid && !response_processed) begin
        case (tcp_to_app_data)
          32'h4F4E: begin
            response_processed <= 1;
          end
          32'h4F4646: begin
            response_processed <= 1;
          end
          default: begin
            response_processed <= 1;
          end
        endcase
      end
    end
  end
  assign app_to_tcp_data = app_request_data[app_request_index];
  assign app_to_tcp_valid = app_request_valid;
  assign tcp_to_app_ready = !response_processed;
endmodule
==> results.cfg <==
; generated from flow reports
[status]
status = finished clean

[pwr]
power.density_cell_area_mw_per_mm2 = 26.08
vdd_ir_drop_max_v = 0.00002113
combinationalPowerShare = 0.062
switching_power_share_of_the_total = 0.2104
internal_power_mw = 0.5716
p_total_mw = 0.7240
p_clk_frac = 0.381
seqPwrFrac = 0.556
static-leakage-power_nw = 9.709
switchingPower_mw = 0.1523

[grt]
grt_start_max_net_pins = 175
grt_first_pass_wirelength_um = 45840
vias_in_the_first_global_route = 10170
grt_antenna_before_repair = 0
grt_total_ovfl = 0
gr-usage-all-layers = 0.09307

[logic_synthesis]
syn-mean-instance-area_um2 = 16.54
cell_count_listed_in_synth_stat_txt = 1488
yosys_most_used_dff = sky130_fd_sc_hd__edfxtp_1
edf_count = 610
netlist-cell-type-count = 46
ys_chip_area_mm2 = 0.02460
synthesis.instances = 1488
synth_area_mm2 = 0.02460
synth_warnings = 6
numSynthFlops = 659
ys_async_sr_fraction = 0.07436
yosys.stat.seqShare = 0.7945

[worst_setup_path]
critical_path_arrival_ns = 20.36
timing.critical_path.to_type = flop
worstPathRequired_ns = 82.21
crit-reg2reg-launch = ethernet_inst.tx_length[4]
critical_path.cell_chain = clkdlybuf4s50_1 > o41ai_4 > nand2_1 > and2_4 > buf_12 > buf_4 > buf_4 > buf_4
r2r_cells = 8
worstPathMaxFanout = 132
setup.worst_path.start_class = input pin
cpPeakStageDelay_ns = 0.71
critical_path_depth = 8
setup.reg_to_reg.worst_slack_ns = 77.61
timing.critical_path.mode_cell = sky130_fd_sc_hd__buf_4
timing.critical_path.buf_inv = 5
crit_path_top_delay_cell = sky130_fd_sc_hd__buf_4
critical-path-top-delay-family = buffers and inverters
setup.worst_path.class = in2reg
crit-reg2reg-capture = ethernet_inst.tx_buffer[939]

[final_timing]
worst_hold_margin_ns = 0.4151
finalClockPeriodUsage = 0.2457
finalCriticalPeriod_ns = 20.15
setup-violations-final = 0
fin_skew_ns = 0.02306
slew_headroom = 0.4676
drv_slew = 0
final.setup.tns_ns = 0
worstMarginPinSlew_ns = 0.7986
hold_viol = 0
clock.fmax_mhz = 49.63
grt_setup_unrepaired = no

[routing]
drt_iter0_markers = 713
wl_met3_um = 1445
antennaDiodeCount = 0
average_vias_per_placed_instance = 4.471
highest_layer = met4
remaining_antenna_violation_count = 0
num_vias = 10530
post_route_drc = 0
routed_wl_um = 26580
wl_met2_um = 11860
detail_routed_net_length_per_standard_cell_um = 11.29
met1_length_um = 12420
detailedRoute.firstPassIterationCount = 4

[placed_design]
place.detailed.instances = 2238
post-dp-hpwl_um = 11940
gp_congestion = 0.7415
port_buffers = 45

[worst_hold_path]
worstHoldStart = app_request_valid
hp-class = reg2reg
min_delay_path_depth = 1
min_delay_worst_endpoint = tcp_inst.tcp_state[0]

[layout]
fraction_of_final_layout_cells_sized_beyond_drive_strength_1 = 0.07247
logic_area_mm2 = 0.004592
final.fill_count = 4932
sequential_cell_area_mm2 = 0.01955
area.growth.synth_to_final_pct = 12.80
final_cell_count_no_fill = 2355

[clocking]
cts-root-buf = sky130_fd_sc_hd__clkbuf_16
clock_path_buffers = 3
cts_inserted_buffers = 66
clock_tree.htree_level_count = 3
post-cts-setup-buffer-count = 0
tritoncts = yes
tritoncts_num_sinks = 659
clk-insertion-delay-late_ns = 0.59
number_of_gates_resized_after_cts = 0
cts_hold_buffers = 0
worst_setup_hold_path_clk_slew_ns = 0.06

[floorplan]
io-pin-count = 102
die_width_um = 250.0
placeableCoreArea_mm2 = 0.06058
placementRows = 90
dieArea_mm2 = 0.06251
core_util_floorplan = 0.4061
chipHeight_um = 250.0

[flow_run]
max_cap_check_violation_count = 0
log.warning_count = 90
[flip-flops by register name, summed over array words and instances (netlist names), 2 cells and up]
register                   flops
app_request_index              2
ethernet_inst.mac_tx_data     28
ethernet_inst.rx_length       10
ethernet_inst.tx_buffer      564
ethernet_inst.tx_length       10
ip_inst.tx_buffer             18
tcp_inst.tcp_state             3
tcp_inst.tx_buffer            18
[worst max-delay path by stage]
stage	end	from	slack, ns
6_report	ethernet_inst.tx_buffer[742]	eth_tx_ready	61.85
5_1_grt	ethernet_inst.tx_buffer[792]	eth_tx_ready	61.55
4_1_cts	ethernet_inst.tx_buffer[744]	eth_tx_ready	61.82
[synth_stat cells, types with 5 or more instances]
cell | number | area [µm²]
sky130_fd_sc_hd__a21o_1 | 5 | 37.54
sky130_fd_sc_hd__inv_1 | 9 | 33.78
sky130_fd_sc_hd__o21ai_0 | 22 | 110.1
sky130_fd_sc_hd__xor2_1 | 5 | 43.79
sky130_fd_sc_hd__buf_2 | 8 | 40.04
sky130_fd_sc_hd__nand3_1 | 7 | 35.03
sky130_fd_sc_hd__edfxtp_1 | 610 | 18320
sky130_fd_sc_hd__ha_1 | 10 | 125.1
sky130_fd_sc_hd__nor2_1 | 6 | 22.52
sky130_fd_sc_hd__dfrtp_1 | 46 | 1151
sky130_fd_sc_hd__clkbuf_1 | 71 | 266.5
sky130_fd_sc_hd__and2_1 | 528 | 3303
sky130_fd_sc_hd__a21oi_1 | 8 | 40.04
sky130_fd_sc_hd__nand2b_1 | 46 | 287.8
sky130_fd_sc_hd__nand2_1 | 28 | 105.1
sky130_fd_sc_hd__buf_4 | 20 | 150.1
[layout make-up]
class,count,share of cell area
clock buffers,96,0.06618
clock inverters,21,0.006176
inverters,10,0.001623
multi-input cells,727,0.1654
flip-flops and latches,659,0.7043
well taps,782,0.03525
repair buffers,60,0.02101
[power groups by stage]
stage / Sequential, mW / Clock, mW / Combinational (mW)
CTS: 0.402 / 0.288 / 0.0459
global route: 0.405 / 0.299 / 0.0511
finish: 0.403 / 0.276 / 0.0452
[metal layers]
layer | vias up | global-route usage
li1 | 5254 | -
met5 | - | 0
met2 | 180 | 0.1376
met4 | 0 | 0.02962
met3 | 73 | 0.03095
met1 | 5023 | 0.1430
[cell families after synthesis]
kind of cell | share of synthesized area
adder cells (fa/ha/maj) | 0.005085
buffers and inverters | 0.02009
other | 0.0001524
flip-flops | 0.7945
AND/OR/NAND/NOR | 0.1589
XOR/XNOR | 0.003203
multiplexers | 0.003051
AND-OR/OR-AND | 0.01505
[metrics by stage]
step,utilization,instance area (µm²),setup WS [ns]
finish,0.4581,27750,61.85
global route,0.4581,27750,61.55
CTS,0.4581,27750,61.82
detailed placement,0.4250,25750,61.19
global placement,0.4250,25750,61.28
floorplan,-,24630,51.55
[placed cells by master (no fill, tap or decap), drive strengths merged, types with 6 or more instances in the layout]
master and count:
a21oi 8, and2 528, buf 16, clkbuf 96
clkdlybuf4s50 44, clkinv 18, conb 8, dfrtp 46
edfxtp 610, ha 10, inv 12, nand2 28
nand2b 46, nand3 7, nor2 6, o21ai 23
[worst reg2reg max path, cell delays in order (launching register included)]
cell and delay (ns):
sky130_fd_sc_hd__dfrtp_1 0.46, sky130_fd_sc_hd__or4_1 0.23, sky130_fd_sc_hd__o41ai_4 0.08, sky130_fd_sc_hd__nand2_1 0.20
sky130_fd_sc_hd__and2_4 0.37, sky130_fd_sc_hd__buf_12 0.53, sky130_fd_sc_hd__buf_4 0.84, sky130_fd_sc_hd__buf_4 0.59
sky130_fd_sc_hd__buf_4 0.71
Power and IR drop assume default switching activity.
