$ cat /design/flow/design.v
`timescale 1ns / 1ps
module tcp_ip_stack (
  input wire clk,
  input wire rst_n,
  input wire [31:0] app_tx_data,
  input wire app_tx_valid,
  output wire app_tx_ready,
  output wire [31:0] app_rx_data,
  output wire app_rx_valid,
  input wire app_rx_ready,
  output wire [31:0] eth_tx_data,
  output wire eth_tx_valid,
  input wire eth_tx_ready,
  input wire [31:0] eth_rx_data,
  input wire eth_rx_valid,
  output wire eth_rx_ready
);
  parameter LOCAL_IP = 32'hC0A80001;  
  parameter LOCAL_PORT = 16'h1234;
  parameter REMOTE_IP = 32'hC0A80002;  
  parameter REMOTE_PORT = 16'h5678;
  parameter STATE_CLOSED = 2'b00;
  parameter STATE_SYN_SENT = 2'b01;
  parameter STATE_ESTABLISHED = 2'b10;
  parameter STATE_FIN_WAIT = 2'b11;
  reg [1:0] tcp_state;
  reg [31:0] tx_seq_num;  
  reg [31:0] rx_ack_num;  
  reg [31:0] tx_buffer;   
  reg [31:0] rx_buffer;   
  reg tx_valid_flag;      
  reg rx_valid_flag;      
  always @(posedge clk or negedge rst_n) begin
    if (!rst_n) begin
      tcp_state <= STATE_CLOSED;
      tx_seq_num <= 0;
      rx_ack_num <= 0;
      tx_valid_flag <= 0;
      rx_valid_flag <= 0;
    end else begin
      case (tcp_state)
        STATE_CLOSED: begin
          if (app_tx_valid) begin
            tx_seq_num <= {$random} % 32'hFFFFFFFF;
            tx_buffer <= {LOCAL_PORT, REMOTE_PORT, tx_seq_num, 16'h0002};  
            tx_valid_flag <= 1;
            tcp_state <= STATE_SYN_SENT;
          end
        end
        STATE_SYN_SENT: begin
          if (eth_rx_valid && eth_rx_data[31:16] == LOCAL_PORT &&
              eth_rx_data[15:0] == REMOTE_PORT && eth_rx_data[15]) begin
            rx_ack_num <= eth_rx_data[31:0] + 1;
            tx_buffer <= {LOCAL_PORT, REMOTE_PORT, tx_seq_num, rx_ack_num, 16'h0010};  
            tx_valid_flag <= 1;
            tcp_state <= STATE_ESTABLISHED;
          end
        end
        STATE_ESTABLISHED: begin
          if (app_tx_valid && app_tx_ready) begin
            tx_buffer <= {LOCAL_PORT, REMOTE_PORT, tx_seq_num, rx_ack_num, 16'h0018, app_tx_data};  
            tx_valid_flag <= 1;
            tx_seq_num <= tx_seq_num + 1;
          end
          if (eth_rx_valid) begin
            rx_buffer <= eth_rx_data;
            rx_valid_flag <= 1;
          end
        end
        STATE_FIN_WAIT: begin
          if (eth_rx_valid && eth_rx_data[15:0] == 16'h0011) begin
            tcp_state <= STATE_CLOSED;
          end
        end
      endcase
      if (tx_valid_flag && eth_tx_ready) begin
        tx_valid_flag <= 0;
      end
      if (rx_valid_flag && app_rx_ready) begin
        rx_valid_flag <= 0;
      end
    end
  end
  assign eth_tx_data = tx_buffer;
  assign eth_tx_valid = tx_valid_flag;
  assign eth_rx_ready = !rx_valid_flag || app_rx_ready;
  assign app_tx_ready = (tcp_state == STATE_ESTABLISHED) && !tx_valid_flag;
  assign app_rx_data = rx_buffer;
  assign app_rx_valid = rx_valid_flag;
endmodule
$ cat /design/flow/run.sh
#!/bin/bash
# OpenROAD 26Q1-2900-gdf79404cd8, Yosys 0.63+post, stock flow scripts
make -C /OpenROAD-flow-scripts/flow DESIGN_CONFIG=/design/flow/config.mk WORK_HOME=/design/flow/orfs finish
$ cat /design/flow/config.mk
export PLATFORM = sky130hd
export DESIGN_NAME = tcp_ip_stack
export DESIGN_NICKNAME = tcp_ip_stack
export VERILOG_FILES = /design/flow/design.v
export SDC_FILE = /design/flow/constraint.sdc
export NUM_CORES = 4
export LEC_CHECK = 1
export CORE_UTILIZATION = 40
$ cat /design/flow/constraint.sdc
current_design tcp_ip_stack

set clk_period 4.7
set clk_io_pct 0.2

create_clock -name clk0 -period $clk_period [get_ports {clk}]

set non_clock_inputs [all_inputs -no_clocks]
set_input_delay [expr $clk_period * $clk_io_pct] -clock clk0 $non_clock_inputs
set_output_delay [expr $clk_period * $clk_io_pct] -clock clk0 [all_outputs]
==> run summary <==
The synthesis and place-and-route flow finished, so here is a summary.

The run finished with clean final reports. The worst-skew pair later-pin latency is 360 ps. The flow reported a cell area power density of about 280 mW/mm^2. The count of buffers added on input and output ports is between 100 and 150.

The final report lists the setup-violating endpoint count as 0. The number of max-slew violations in the final report is 0. In the log, the iteration count for the first detailed-route pass is 23. The number of setup buffers added after CTS came out at 0. The commonest register cell is edfxtp_1.

In this run the static leakage power is about 2.1 nW. The tree is rooted in a clkbuf_8. Synthesis produced 249 cells. The global-route met3 utilization came out at 4.51%. The script parses the final routing iteration and logs DRC violations as 0. The post-detailed-route wirelength per cell is 15.2 um. The number of antenna diodes came out at 0. The adder-cell share of the synthesized area is 0.337%. The minimum setup slack in the final design came out at roughly 1800 ps. The total global-route track usage is about 17%. Per the final timing report, the hold violations number 0. Routing resource usage on met2 recorded by global route was about 26%.

The H-tree generated during clock tree synthesis spans 3 levels. The number of unique standard cell types used by synthesis came out at 31. The wire length of the first global-routing pass is between 10000 and 15000 um.

Per the detail_route report, vias per standard cell equal between 4 and 5. After Yosys synthesis, and, or, nand and nor cells account for approximately an eighth of the synthesized area. According to the hold report, the worst path is of the flop to flop type. Cells with a size suffix above 1 make up under 10% of the layout.

The fraction of synthesized cell area in xor and xnor cells came out at 3.54%. The required time at the worst endpoint is listed as around 3800 ps. The kind of capture point of the worst setup path is an output pin. The number of antenna violations at the first check in global routing is 0.

TritonCTS created 9 clock buffers. The post-layout utilization of the core is approximately three fifths. OpenROAD reports that the post-layout worst path occupies about 60% of the period. Between the synthesized netlist and the finished layout, the area growth was recorded as 43.6%. The number of nets with antenna violations after detailed routing came out at 0. The async set-or-reset flop fraction in the synthesized netlist is a little over a third.

The critical path in this run is classified as input port to output pin. The slew check shows that the tightest pin keeps a relative margin of a little under half. The count of max-cap constraint violations is 0. Looking at the clock tree report, the maximum root-to-sink buffer count equals 2. The tool warning count is 25.

The peak clock frequency supported by timing came out at 345 MHz. Per the layout report, the design carries roughly 730 filler cells. The number of clock sinks came to 101. STA reports a reg2reg setup slack of ~2400 ps.

The complex-gate fraction of the synthesized area is 4.82%. The total net switching power came out at around 0.31 mW. The switching share of total power is 20.7%. The core area came out at 0.00885 mm^2. Leaving out fill and tap cells, the most frequent cells in the layout are clkdlybuf4s50_1 (136), edfxtp_1 (64), nand2_1 (43). The total congestion overflow after global routing is 0.

The relative contribution of combinational cells to total power came out at 4.3%. Max fanout on the critical path was recorded as 2. Setup repair after global routing left no endpoint under its margin. The worst slack after detailed placement is about 1800 ps.

By instance count after routing, the leading logic cell type is clkdlybuf4s50_1. The aggregate routed wire length is 7460 um. The total negative slack for setup checks is 0 ps. The horizontal die dimension is slightly below 100 um. The synthesized area per cell is approximately 15 um^2.

The met1 usage in global routing came out at between 20 and 30%. Leaving out filler cells and counting taps, the final layout contains a little under 500. The violation count after the first detailed-routing iteration came out at 55. The routability congestion estimate came out at a little under 0.8. The I/O pin count came out at between 100 and 150. The yosys synthesis chip area is approximately 0.0037 mm^2.

Counting tap cells, the placed design contains a total of between 400 and 500 instances. The sequential fraction of the synthesis area is 76.8%. The area of the die is just under 0.01 mm^2. The clock network fraction of design power came out at 32.8%. The number of gates resized after CTS was 0. The number of cells in Yosys stat came out at between 200 and 250. The total number of vias came out at 2322. The cell area after synthesis is between 0.003 and 0.004 mm^2. The clock-pin transition on the worst setup and hold timing paths came out at ~90 ps.

The initial standard-cell utilization of the core came out at 41.9%. The number of storage elements in the synthesis netlist came out at 101. IR analysis of the VDD net gives a maximum drop of 131 uV. The number of synthesized flops with an enable pin is ~64. Internal power comes to about 1.2 mW. The worst setup path is launched from an input port. The y dimension of the die came out at roughly 98 um. The clock arrives with approximately 12 ps of skew. Of the combinational cells, the family taking the most area is simple AND/OR/NAND/NOR gates. The total number of yosys warnings is 3. The floorplan has 34 rows.

The placed wire-length estimate is 5260 um. Summing all multiplexer cells gives an area fraction of 0%. TritonCTS built the clock tree. Per the GRT log, the top usage layer is met1.

The post-layout minimum cycle time came out at roughly 2900 ps. The sequential fraction of design power came out at between 60% and 70%. The maximum number of pins on one net before global-route repair came out at approximately 40. The worst path arrival time is just under 2000 ps. The transition time recorded at the tightest slew-check pin is slightly below 800 ps. The number of hold buffers added after CTS came out at 0. The number of global-route vias before repair came to 2301.
-- logic make-up (layout without fill, tap and decap cells) --
logic type	after synthesis	after routing
DFF	101	101
xor gates and xnor gates	15	15
buffers and inverters	25	158
AOI/OAI and AO/OA	23	23
adders and majority gates	1	1
and+or+nand+nor	84	84
-- worst max-delay path, stage by stage --
cell and delay, ps:
clkdlybuf4s50_1 450, nand2b_1 110, clkdlybuf4s50_1 460
-- through the flow --
stage                     instance area (um^2)  power, mW  hold slack [ps]
after floorplan                           3710      0.960              429
after global placement                    5150       1.02              365
after detailed placement                  5150       1.02              368
after CTS                                 5330       1.52              389
after global routing                      5330       1.56              396
final                                     5330       1.49              383
-- flip-flops by register name, indices dropped and copies added, names as in the netlist --
name           flops
rx_valid_flag      1
rx_ack_num        16
tcp_state          3
tx_valid_flag      1
rx_buffer         32
tx_buffer         32
tx_seq_num        16
-- Yosys cell counts (3+ instances only) --
library cell / instances / area (um^2)
a21o_1: 3 / 22.5
a22oi_1: 16 / 120
and2_1: 14 / 87.6
clkbuf_1: 21 / 78.8
dfrtp_1: 36 / 901
edfxtp_1: 64 / 1920
nand2_1: 43 / 161
nand3_1: 6 / 30.0
nor2_1: 4 / 15.0
xnor2_1: 10 / 87.6
xor2_1: 5 / 43.8
-- routing by layer --
layer / vias up / part of all wire (%) / wire length, um
met2: 98 / 46 / 3460
met4: 0 / 1.5 / 115
met3: 9 / 8.1 / 606
met1: 1096 / 44 / 3280
li1: 1119 / - / -
met5: - / 0 / 0
-- layout make-up --
class | instances | area, um^2 | share of cell area, %
flip-flops and latches | 101 | 2850 | 53.5
repair buffers | 141 | 1400 | 26.2
multi-input cells | 123 | 768 | 14.4
well taps | 108 | 135 | 2.54
clock buffers | 9 | 124 | 2.33
clock inverters | 7 | 48.8 | 0.916
inverters | 1 | 3.75 | 0.0705
-- power by group through the flow --
| stage | clock network, mW | logic [mW] | registers (mW) |
|---|---|---|---|
| 5_1_grt | 0.551 | 0.0691 | 0.940 |
| 4_1_cts | 0.511 | 0.0654 | 0.940 |
| 6_report | 0.490 | 0.0642 | 0.940 |
-- final timing paths --
kind,end,start,depth (start not counted)
worst min register to register,rx_ack_num[7],rx_ack_num[7],0
max in group asynchronous,tcp_state[0],rst_n,2
worst max-delay path,eth_rx_ready,app_rx_ready,3
worst min-delay path,rx_ack_num[7],rx_ack_num[7],0
min in group asynchronous,rx_ack_num[13],rst_n,2
worst max register to register,tx_buffer[23],tcp_state[1],5
Power and IR drop assume default switching activity.
